--- ./config.mk ---
export PLATFORM = sky130hd
export DESIGN_NAME = i2s_rx
export DESIGN_NICKNAME = i2s_rx
export VERILOG_FILES = /design/flow/design.v
export SDC_FILE = /design/flow/constraint.sdc
export NUM_CORES = 4
export LEC_CHECK = 1
export CORE_UTILIZATION = 30
--- ./constraint.sdc ---
current_design i2s_rx

set clk_period 5.0
set clk_io_pct 0.2

create_clock -name clk0 -period $clk_period [get_ports {clk}]

set non_clock_inputs [all_inputs -no_clocks]
set_input_delay [expr $clk_period * $clk_io_pct] -clock clk0 $non_clock_inputs
set_output_delay [expr $clk_period * $clk_io_pct] -clock clk0 [all_outputs]
--- ./design.v ---
`default_nettype        none
module i2s_rx (
    input   wire        clk,
    input   wire        rst_n,
    input   wire        sd,
    input   wire        ws,
    input   wire        sck,
    input   wire        left_justified,
    output  reg         rdy,
    output  reg  [31:0] sample
);
    reg [31:0] sr;
    reg ws_dly0, ws_dly;
    reg last_ws, ws_npulse, ws_ppulse; always @(posedge clk, negedge rst_n)  if(!rst_n)begin last_ws <= 1'b1; ws_npulse <= 1'b0; ws_ppulse <= 1'b0; end else begin last_ws <= ws; ws_npulse <= ~ws & last_ws; ws_ppulse <= ws & ~last_ws; end
    reg last_sck; wire sck_pulse; always @(posedge clk, negedge rst_n) if(!rst_n) last_sck <= 1'b0; else last_sck <= sck; assign sck_pulse = sck & ~last_sck;
    reg last_nsck; wire sck_npulse; always @(posedge clk, negedge rst_n) if(!rst_n) last_nsck <= 1'b0; else last_nsck <= sck; assign sck_npulse = ~sck & last_nsck;
    reg last_ws_dly, ws_dly_npulse, ws_dly_ppulse; always @(posedge clk, negedge rst_n)  if(!rst_n)begin last_ws_dly <= 1'b0; ws_dly_npulse <= 1'b0; ws_dly_ppulse <= 1'b0; end else begin last_ws_dly <= ws_dly; ws_dly_npulse <= ~ws_dly & last_ws_dly; ws_dly_ppulse <= ws_dly & ~last_ws_dly; end
    always @(posedge clk or negedge rst_n)
        if(!rst_n) begin
            ws_dly <= 0;
            ws_dly0 <= 0;
        end
        else if(sck_npulse) begin
            ws_dly0 <= ws;
            ws_dly <= ws_dly0;
        end
    wire ws_pulse = ws_ppulse | ws_npulse;
    wire ws_dly_pulse = ws_dly_ppulse | ws_dly_npulse;
    always @(posedge clk or negedge rst_n)
        if(!rst_n)
            sr <= 32'b0;
        else
            if(sck_pulse) 
                sr <= {sr[30:0], sd};
    always @(posedge clk or negedge rst_n)
        if(!rst_n)
            sample <= 32'b0;
        else
            if(left_justified & ws_pulse)
                sample <= sr;
            else if(~left_justified & ws_dly_pulse)
                sample <= sr;
    reg first; 
    always @(posedge clk or negedge rst_n)
        if(!rst_n)
          first <= 1'b0;
        else if (ws_pulse | ws_dly_pulse)
          first <= 1'b1;
    always @(posedge clk or negedge rst_n)
        if(!rst_n)
            rdy <= 1'b0;
        else if(left_justified)
            rdy <= ws_pulse & first;
        else
            rdy <= ws_dly_pulse & first;
endmodule
module EF_I2S #(parameter DW=32, AW=4) (
    input   wire            clk,
    input   wire            rst_n,
    output  wire            ws,
    output  wire            sck,
    input   wire            sdi,
    input   wire            fifo_en,
    input   wire            fifo_rd,
    input   wire            fifo_clr,
    input   wire [AW-1:0]   fifo_level_threshold,
    input   wire            fifo_flush,
    output  wire            fifo_full,
    output  wire            fifo_empty,
    output  wire [AW-1:0]   fifo_level,
    output  wire            fifo_level_above,
    output  wire [31:0]     fifo_rdata,
    input   wire            sign_extend,
    input   wire            left_justified,
    input   wire [5:0]      sample_size,
    input   wire [7:0]      sck_prescaler,
    input   wire [31:0]     avg_threshold,
    output  wire            avg_flag,
    input   wire            avg_en,
    input   wire            avg_sel,         
    input   wire [31:0]     zcr_threshold,
    output  wire            zcr_flag,
    input   wire            zcr_en,
    input   wire            zcr_sel,         
    output  wire            vad_flag,
    input   wire [1:0]      channels,        
    input   wire            en         
); 
    reg         sck_reg;
    reg         ws_reg;
    reg [7:0]   prescaler;
    reg [4:0]   bit_ctr;
    wire        sample_rdy;
    assign      sck = sck_reg;
    assign      ws = ws_reg;
    wire [31:0]  sample;
    always @ (posedge clk, negedge rst_n)
        if(!rst_n)
            prescaler <= 8'b0;
        else if(en)
            if(prescaler == 8'b0)
                prescaler <= sck_prescaler;
            else 
                prescaler <= prescaler - 1'b1;
    always @ (posedge clk, negedge rst_n)
        if(!rst_n)
            sck_reg <= 1'b0;
        else if(en==1'b1 && prescaler == 8'b0)
            sck_reg <= !sck_reg;
    always @ (posedge clk, negedge rst_n)
        if(!rst_n)
            bit_ctr <= 5'b0;
        else if(en == 1'b1 && prescaler == 8'b0 && sck_reg == 1'b1)
            bit_ctr <= bit_ctr + 1'b1;
    always @ (posedge clk, negedge rst_n)
        if(!rst_n)
            ws_reg <= 1'b1;
        else
            if(en==1'b1 && bit_ctr==5'b0 && prescaler==8'b0 && sck_reg==1'b1)
                ws_reg <= !ws_reg;
    wire [1:0]  current_channel = 1 << (left_justified == ~ws);
    wire        fifo_wr = fifo_en & sample_rdy & |(current_channel & channels);
    wire [31:0] sample_sign = sign_extend ? {32{sample[31]}} << sample_size : 32'b0;
    wire [31:0] fifo_wdata = (sample >> (32-sample_size)) | sample_sign;
    assign      fifo_level_above = (fifo_level > fifo_level_threshold) | fifo_full;
    reg  [31:0] sum;
    reg  [5:0]  sum_ctr;
    wire [31:0] abs_sample_value = (fifo_wdata[31]) ? ~fifo_wdata : fifo_wdata;
    always @ (posedge clk, negedge rst_n)
        if(!rst_n)
            sum_ctr <= 'b0;
        else
            if(sample_rdy & |(current_channel & channels))
                sum_ctr <= sum_ctr + 1'b1;
    wire sum_ctr_zero = avg_sel ? (sum_ctr == 6'b0) : (sum_ctr[4:0] == 5'b0);
    always @ (posedge clk, negedge rst_n)
        if(!rst_n)
            sum <= 'b0;
        else if(sample_rdy & |(current_channel & channels))
            if(sum_ctr_zero)
                sum <= abs_sample_value;
            else
               if(avg_en) sum <= sum + abs_sample_value;
    wire avg_gt_threshold = avg_sel ? (sum[31:6] > avg_threshold) : (sum[31:5] > avg_threshold);
    assign avg_flag = avg_en & (avg_gt_threshold);
    reg prev_sign;
    reg  [31:0] zcr;
    reg  [5:0]  zc_ctr;
    always @ (posedge clk, negedge rst_n)
        if(!rst_n)
            zc_ctr <= 'b0;
        else
            if(sample_rdy & |(current_channel & channels))
                zc_ctr <= zc_ctr + 1'b1;
    always @(posedge clk, negedge rst_n)
        if(!rst_n)
            prev_sign <= 1'b0;
        else if(sample_rdy & |(current_channel & channels))
            prev_sign <= fifo_wdata[31];
    wire zc_ctr_zero = zcr_sel ? (zc_ctr == 6'b0) : (zc_ctr[4:0] == 5'b0);
    always @ (posedge clk, negedge rst_n)
        if(!rst_n)
            zcr <= 'b0;
        else if(sample_rdy & |(current_channel & channels))
            if(zc_ctr_zero)
                zcr <= 0;
            else
                if(zcr_en) zcr <= zcr + (prev_sign ^ fifo_wdata[31]);
    wire zcr_gt_threshold = zcr > zcr_threshold;
    assign zcr_flag = zcr_en & (zcr_gt_threshold);
    assign vad_flag = avg_flag & zcr_flag;
    i2s_rx RX (
        .clk(clk),
        .rst_n(rst_n),
        .sd(sdi),
        .ws(ws),
        .sck(sck),
        .left_justified(left_justified),
        .sample(sample),
        .rdy(sample_rdy)
    );
    ef_util_fifo #(.DW(DW), .AW(AW)) I2SFIFO (
        .clk(clk),
        .rst_n(rst_n),
        .flush(fifo_flush),
        .rd(fifo_rd),
        .wr(fifo_wr),
        .wdata(fifo_wdata),
        .empty(fifo_empty),
        .full(fifo_full),
        .rdata(fifo_rdata),
        .level(fifo_level)    
    );
endmodule
--- ./run.sh ---
#!/bin/bash
# OpenROAD 26Q1-2900-gdf79404cd8, Yosys 0.63+post, stock flow scripts
make -C /OpenROAD-flow-scripts/flow DESIGN_CONFIG=/design/flow/config.mk WORK_HOME=/design/flow/orfs finish
==> impl_metrics.json <==
{
  "dp_cells": 302,
  "power-per-cell-area_mw_per_mm2": 466,
  "synthToLayoutAreaGrowth_pct": 26.0,
  "hold_viol": 0,
  "numSynthFlops": 75,
  "fin_tns_setup_ns": 0,
  "period_used_pct": 45.7,
  "crit_type": "input pin to flop",
  "cp.required_ns": 5.22,
  "place_hpwl_mm": 2.59,
  "slowest_stage": "clkdlybuf4s50_1",
  "routed-wl-met3_microns": 239,
  "status": "complete, no violations",
  "cts_buffer_depth": 2,
  "clock.fmax_mhz": 438,
  "final_cell_mix": "dfrtp_1 (74), mux2_2 (62), clkdlybuf4s50_1 (37), clkbuf_8 (10), nor2b_1 (5)",
  "synth_cells": 160,
  "die-area_sq_mm": 0.00958,
  "post_cts_buffers": 0,
  "p_leak_nw": 1.59,
  "whs_ns": 0.418,
  "synth_cell_types": 14,
  "finalMaxSlewViolations": 0,
  "worst_skew_pair.late_latency_ns": 0.34,
  "tritoncts": "done",
  "syn-mean-instance-area_sq_um": 17.2,
  "final.setup.worst_slack_ns": 2.72,
  "grt_pass1_vias": 1510,
  "wl_per_cell_microns": 13.1,
  "finalSetupViolations": 0,
  "ys_area_sq_mm": 0.00276,
  "clock_skew_ns": 0.00993,
  "fp_util_pct": 31.3,
  "worstSetupStartpointType": "input pin",
  "cts_inserted_buffers": 9,
  "path_cells": "clkdlybuf4s50_1, nor3_2, a21oi_4, buf_4, mux2_2",
  "worstSetupEndpointType": "flop",
  "overflow": 0,
  "slew_headroom_pct": 63.1,
  "grt_pass1_wl_mm": 7.37,
  "cap_violations": 0,
  "cts_root_buf": "clkbuf_8",
  "grt_max_degree": 46,
  "whs_path_depth": 1,
  "core_sq_mm": 0.00881,
  "vias": 1400,
  "num_rows": 34,
  "ioPinCount": 39,
  "ys_seq_share_pct": 68.1,
  "highest_layer": "met4",
  "design_area_sq_mm": 0.00347,
  "warning_count": 25,
  "gp_congestion": 0.682,
  "drive_gt1_share_pct": 41.0,
  "final_common_cell": "dfrtp_1",
  "worstMarginPinSlew_ns": 0.553,
  "die_h_microns": 97.9,
  "wl_mm": 4.16,
  "drt-met1-wl_mm": 2.00,
  "ir_drop_v": 0.000164,
  "n_antenna_cell": 0,
  "via_per_inst": 4.40,
  "dr_wl_met2_mm": 1.84,
  "drc_errors": 0,
  "die_w_microns": 97.9,
  "stdcell_count": 318,
  "antenna_left": 0,
  "portBuffers": 38,
  "ys_cells": 160,
  "crit_path_max_fanout": 33,
  "worstRegToRegCells": 4,
  "place_area_sq_mm": 0.00325,
  "rsz0062_at_grt": "false",
  "arrival_ns": 2.50,
  "cts.sinks": 75,
  "ctsHoldBuffers": 0,
  "yosysWarningCount": 1,
  "place_ws_ns": 2.35,
  "critPathMaxStageDelay_ns": 0.54,
  "antenna_found_initial": 0,
  "ctsResizeCount": 0,
  "synthesis.area_sq_mm": 0.00276,
  "htreeDepth": 3,
  "fin_crit_ns": 2.28,
  "drtIter0Drc": 84,
  "drtPass1Iterations": 22,
  "grt_usage_pct": 9.72,
  "hold_class": "flop to flop",
  "path_clk_slew_ns": 0.08
}
==> critical path, delay by kind of cell <==
family | cells | cell delay (ns)
and+or+nand+nor | 1 | 0.07
buffers and inverters | 2 | 0.94
muxes | 1 | 0.38
AOI/OAI and AO/OA | 1 | 0.10
==> logic make-up after synthesis <==
group	after synthesis	synth area share, %
flip-flops	75	68.1
multiplexers	66	27.0
AND/OR/NAND/NOR	11	2.40
buffers and inverters	7	2.22
AND-OR/OR-AND	1	0.318
==> cell type report <==
class | count | area (sq um)
clock buffers | 10 | 138
clock inverters | 6 | 88.8
fillers | 811 | 5330
multi-input cells | 78 | 833
flip-flops and latches | 75 | 1880
well taps | 108 | 135
repair buffers | 41 | 400
==> layer usage <==
layer	vias to the layer above	track usage, %
met5	-	0
met3	7	2.47
met2	29	13.9
li1	648	-
met1	716	15.5
met4	0	2.21
==> per-stage QoR <==
stage	util (%)	power, mW
4_1_cts	39.4	1.65
6_report	39.4	1.62
2_1_floorplan	-	0.957
3_5_place_dp	36.9	1.13
3_3_place_gp	36.9	1.13
5_1_grt	39.4	1.72
==> cells in the mapped netlist, drive strengths merged <==
cell	instances	share of area, %
dfrtp	74	67
nor2	1	0.14
a21oi	1	0.32
and2	1	0.23
nand2	1	0.14
clkbuf	1	0.18
buf	6	2.0
dfstp	1	0.95
nor2b	6	1.4
mux2	66	27
nor3	2	0.54
==> report_power, final <==
part	total [mW]	internal (mW)	switching, mW
logic	0.295	0.220	0.0751
registers	0.818	0.738	0.0795
clock network	0.507	0.294	0.213
total	1.62	1.25	0.367
==> flip-flops by register name (all words and copies together), names as in the netlist <==
signal,count
first,1
last_nsck,1
last_ws,1
last_ws_dly,1
rdy,1
sample,32
sr,32
ws_dly,1
ws_dly0,1
ws_dly_npulse,1
ws_dly_ppulse,1
ws_npulse,1
ws_ppulse,1
==> path summary, 6_finish.rpt <==
check / from / to / slack [ns]
setup / recovery: left_justified / sample[9] / 2.72
hold / removal: last_ws_dly / ws_dly_ppulse / 0.42
setup reg to reg: ws_npulse / sample[9] / 3.55
hold reg to reg: last_ws_dly / ws_dly_ppulse / 0.42
max in group asynchronous: rst_n / sr[19] / 3.51
min in group asynchronous: rst_n / sample[20] / 0.59
Power figures rest on the tool's default switching activity, not on a simulated workload.
